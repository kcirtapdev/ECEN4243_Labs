**/design/flow/config.mk**
```make
export PLATFORM = sky130hd
export DESIGN_NAME = fsm
export DESIGN_NICKNAME = fsm
export VERILOG_FILES = /design/flow/design.v
export SDC_FILE = /design/flow/constraint.sdc
export NUM_CORES = 4
export LEC_CHECK = 1
export CORE_AREA = 10 10 70 70
export DIE_AREA = 0 0 80 80
```
**/design/flow/constraint.sdc**
```tcl
current_design fsm

set clk_period 1.1
set clk_io_pct 0.2

create_clock -name clk0 -period $clk_period [get_ports {clock}]

set non_clock_inputs [all_inputs -no_clocks]
set_input_delay [expr $clk_period * $clk_io_pct] -clock clk0 $non_clock_inputs
set_output_delay [expr $clk_period * $clk_io_pct] -clock clk0 [all_outputs]
```
**/design/flow/design.v**
```verilog
`timescale 1ns / 1ps
module fsm (Out, reset_b, clock, In);
   output logic Out;
   input logic 	reset_b, clock, In;
   typedef enum logic [1:0] {S0, S1, S2, S3} statetype;
   statetype state, nextState;
   always_ff @ (posedge clock, negedge reset_b) 
     begin
	if (~reset_b)
	  state <= S0;
	else
	  state <= nextState;
     end   
   always_comb 
     begin
	case (state)
	  S0: begin
	     nextState = In ? S2 : S0;	     
	     Out = In ? 0 : 1;
	  end
	  S1: begin
	     nextState = S0;	     
	     Out = 1'b1;	     
	  end
	  S2: begin
	     nextState = In ? S2 : S1;
	     Out = In ? 1 : 0;
	  end
	  default: begin
	     nextState = S0;
	     Out = 1'bx;
	  end
	endcase
     end
endmodule  
```
**/design/flow/run.sh**
```bash
#!/bin/bash
# OpenROAD 26Q1-2900-gdf79404cd8, Yosys 0.63+post, stock flow scripts
make -C /OpenROAD-flow-scripts/flow DESIGN_CONFIG=/design/flow/config.mk WORK_HOME=/design/flow/orfs finish
```
==> report_table.html <==
<h2>Implementation results</h2>
<table>
<tr><th>Metric</th><th>Value</th></tr>
<tr><th colspan="2">Routing</th></tr>
<tr><td>Count of vias placed by the detailed router</td><td>96</td></tr>
<tr><td>Wire length per cell after detailed routing</td><td>4.75 um</td></tr>
<tr><td>Number of diodes added for antenna fixing</td><td>0</td></tr>
<tr><td>Via density per instance</td><td>1.50</td></tr>
<tr><td>Drt first-iter violations</td><td>0</td></tr>
<tr><td>Drt drc</td><td>0</td></tr>
<tr><td>Sum of routed wire length over all layers</td><td>304 um</td></tr>
<tr><td>Post-detailed-route count of antenna-violating nets</td><td>0</td></tr>
<tr><td>Pre-Repair DR Iteration Count</td><td>1</td></tr>
<tr><th colspan="2">Final timing</th></tr>
<tr><td>Final worst path period need</td><td>1.17 ns</td></tr>
<tr><td>Final setup viols</td><td>1</td></tr>
<tr><td>Slew margin rel.</td><td>88.3%</td></tr>
<tr><td>Hold WS</td><td>0.178 ns</td></tr>
<tr><td>Skew final</td><td>0.000646 ns</td></tr>
<tr><td>Unrepaired setup endpoints after global routing</td><td>yes</td></tr>
<tr><td>Number of endpoints with negative hold slack in the final report</td><td>0</td></tr>
<tr><td>Share of the clock period used by the worst path after layout</td><td>107%</td></tr>
<tr><td>Worst path setup slack after routing</td><td>-0.0722 ns</td></tr>
<tr><td>Pin slew with the least headroom to its limit</td><td>0.175 ns</td></tr>
<tr><td>Max Clk Rate</td><td>0.853 GHz</td></tr>
<tr><td>Final slew viol count</td><td>0</td></tr>
<tr><th colspan="2">Synthesis</th></tr>
<tr><td>Distinct lib cells</td><td>8</td></tr>
<tr><td>Proportion of synthesized chip area in sequential cells</td><td>62.2%</td></tr>
<tr><td>Yosys warns</td><td>1</td></tr>
<tr><td>Synth top area share</td><td>40.8%</td></tr>
<tr><td>Cell type with the highest aggregate area in the netlist</td><td>dfrtp_1</td></tr>
<tr><td>Total cell area reported by yosys after synthesis</td><td>123 um^2</td></tr>
<tr><td>Synthesized area per cell</td><td>12.3 um^2</td></tr>
<tr><td>FF+latch count, synth</td><td>3</td></tr>
<tr><td>Mapped cell area</td><td>123 um^2</td></tr>
<tr><td>Mapped Cells</td><td>10</td></tr>
<tr><td>Most area-consuming cells after synthesis</td><td>dfrtp_1, dfstp_2, nor2b_4</td></tr>
<tr><td>Cells in synth_stat.txt</td><td>10</td></tr>
<tr><th colspan="2">Clock tree</th></tr>
<tr><td>Max clock buf depth</td><td>2</td></tr>
<tr><td>Cell chosen for the clock root</td><td>clkbuf_4</td></tr>
<tr><td>CTS H-tree depth</td><td>1</td></tr>
<tr><td>Hold-fix buffer count after cts</td><td>0</td></tr>
<tr><td>TritonCTS clock tree</td><td>yes</td></tr>
<tr><td>Number of sinks on the clock net</td><td>3</td></tr>
<tr><td>Clock latency reported for the late side of the worst-skew pair</td><td>0.23 ns</td></tr>
<tr><td>TritonCTS Buffers</td><td>3</td></tr>
<tr><td>CTS clock-pin slew for the worst setup and hold paths</td><td>0.04 ns</td></tr>
<tr><th colspan="2">Worst setup path</th></tr>
<tr><td>Data arrival, critical path</td><td>0.95 ns</td></tr>
<tr><td>Critical Path End Type</td><td>primary output</td></tr>
<tr><td>Critical path fanouts, max</td><td>3</td></tr>
<tr><td>Reg-to-reg setup timing slack</td><td>0.35 ns</td></tr>
<tr><td>Critical setup path kind</td><td>reg -&gt; out</td></tr>
<tr><td>Category of the worst setup path launch point</td><td>flop</td></tr>
<tr><td>Data required time at the worst endpoint</td><td>0.88 ns</td></tr>
<tr><th colspan="2">Placed design</th></tr>
<tr><td>Port Buffer Count</td><td>3</td></tr>
<tr><td>Placed standard-cell area</td><td>210 um^2</td></tr>
<tr><td>Routability congestion estimate</td><td>0.569</td></tr>
<tr><td>Detailed placement HPWL</td><td>240 um</td></tr>
<tr><th colspan="2">Global route</th></tr>
<tr><td>GRT overflow</td><td>0</td></tr>
<tr><td>Gr usage total</td><td>0.973%</td></tr>
<tr><td>Via count of the first global-routing pass</td><td>119</td></tr>
<tr><td>Wire length of the first global-routing pass</td><td>455 um</td></tr>
<tr><td>Pin count of the biggest net entering global routing</td><td>4</td></tr>
<tr><td>Number of antenna violations at the first check in global routing</td><td>0</td></tr>
<tr><th colspan="2">Pwr</th></tr>
<tr><td>Worst vdd ir</td><td>335 uV</td></tr>
<tr><td>Cell area power density</td><td>1510 nW/um^2</td></tr>
<tr><td>Overall Power</td><td>360 uW</td></tr>
<tr><td>Pleak</td><td>0.0000980 uW</td></tr>
<tr><th colspan="2">Finish</th></tr>
<tr><td>Post-layout utilization of the core</td><td>6.96%</td></tr>
<tr><td>Synth-to-layout area growth</td><td>93.9%</td></tr>
<tr><td>Biggest regs</td><td>state (3)</td></tr>
<tr><td>Most frequent logic cell in the layout</td><td>clkbuf_4</td></tr>
<tr><td>Commonest non-fill, non-tap cells in the layout</td><td>clkbuf_4, nor2_1, dfrtp_1</td></tr>
<tr><td>Most flop-heavy register</td><td>state</td></tr>
<tr><td>Max FFs per register</td><td>3</td></tr>
<tr><td>Finished Cell Area</td><td>238 um^2</td></tr>
<tr><td>Layout cells sized above 1</td><td>38.9%</td></tr>
<tr><th colspan="2">Flow run</th></tr>
<tr><td>Stage-log warning count</td><td>27</td></tr>
<tr><td># Max-Cap Violations</td><td>0</td></tr>
<tr><th colspan="2">Floorplanning</th></tr>
<tr><td>Die area</td><td>6400 um^2</td></tr>
<tr><td>Die boundary width</td><td>80 um</td></tr>
<tr><td>Initial Utilization</td><td>3.59%</td></tr>
<tr><td>Cell Rows</td><td>21</td></tr>
<tr><td>Floorplan core area</td><td>3420 um^2</td></tr>
<tr><td>Number of placed I/O pins</td><td>4</td></tr>
<tr><td>Die H</td><td>80 um</td></tr>
<tr><th colspan="2">Status</th></tr>
<tr><td>Run status</td><td>complete, but fails checks</td></tr>
<tr><td>Violations in the final reports</td><td>setup timing</td></tr>
<tr><th colspan="2">Hold path</th></tr>
<tr><td>Class of the most critical hold timing path</td><td>in -&gt; async</td></tr>
</table>
[worst paths after layout]
check,from,to,depth (start not counted)
min in group clk0,state[2],state[0],1
setup / recovery,state[1],Out,3
setup reg to reg,state[1],state[2],2
max in group asynchronous,reset_b,state[0],1
hold reg to reg,state[2],state[0],1
hold / removal,reset_b,state[2],1
[critical path, cell delays in order (launching register included)]
cell,delay [ns]
dfrtp_1,0.38
nor2b_4,0.13
o21bai_1,0.10
buf_2,0.11
[final cells by class]
type                    count  area (um^2)
clock buffers               4         26.3
fillers                   418         3180
inverters                   1         3.75
multi-input cells           6         42.5
flip-flops and latches      3         76.3
well taps                  46         57.6
repair buffers              4         31.3
[through the flow]
step                TNS, ns  setup WS [ns]  std cells
floorplan                 0          0.311         10
global placement     -0.604         -0.604         59
detailed placement   -0.618         -0.618         59
CTS                  -0.107         -0.107         64
global route         -0.154         -0.154         64
finish              -0.0722        -0.0722         64
[Yosys cell counts]
| master | n |
|---|---|
| dfrtp_1 | 2 |
| nor2_1 | 2 |
| a21o_1 | 1 |
| dfstp_2 | 1 |
| inv_1 | 1 |
| nor2b_1 | 1 |
| nor2b_4 | 1 |
| o21bai_1 | 1 |
[routing by layer]
| metal | part of all wire [%] | track usage, % | vias to the layer above |
|---|---|---|---|
| li1 | - | - | 46 |
| met1 | 41 | 0.998 | 47 |
| met2 | 44 | 1.12 | 3 |
| met3 | 14 | 1.14 | 0 |
| met4 | 0 | 0.528 | 0 |
| met5 | 0 | 0 | - |
[where the power goes]
| part | internal [uW] | total [uW] | switching, uW |
|---|---|---|---|
| combinational | 24.4 | 38.8 | 14.3 |
| clock | 136 | 190 | 53.8 |
| sequential | 125 | 131 | 6.13 |
| total | 285 | 360 | 74.3 |
[kinds of logic after synthesis]
logic type             count (synthesis)  synth area share (%)
AND/OR/NAND/NOR                        4                  22.5
flip-flops                             3                  62.3
AND-OR/OR-AND                          2                  12.2
buffers and inverters                  1                  3.06
[repair_timing]
action                     in CTS  in global routing
pin swaps                       1                  0
cloned                          0                  0
buffers inserted                1                  0
setup endpoints to repair       1                  1
resized                         4                  0
Power and IR drop assume default switching activity.
