<file path="design.v">
module regfile(
    input clk,
    input we3,  
    input [4:0] ra1, ra2, wa3,  
    input [31:0] wd3,  
    output [31:0] rd1, rd2  
    );
    reg [31:0] rf [31:0];
    assign rd1 = (ra1 == 5'd0) ? 32'd0 : rf[ra1];
    assign rd2 = (ra2 == 5'd0) ? 32'd0 : rf[ra2];
    always @(posedge clk) begin
        if(we3 && wa3 != 5'd0) begin
            rf[wa3] <= wd3;  
        end
    end
endmodule
</file>
<file path="run.sh">
#!/bin/bash
# OpenROAD 26Q1-2900-gdf79404cd8, Yosys 0.63+post, stock flow scripts
make -C /OpenROAD-flow-scripts/flow DESIGN_CONFIG=/design/flow/config.mk WORK_HOME=/design/flow/orfs finish
</file>
<file path="config.mk">
export PLATFORM = sky130hd
export DESIGN_NAME = regfile
export DESIGN_NICKNAME = regfile
export VERILOG_FILES = /design/flow/design.v
export SDC_FILE = /design/flow/constraint.sdc
export NUM_CORES = 4
export LEC_CHECK = 1
export CORE_UTILIZATION = 50
</file>
<file path="constraint.sdc">
current_design regfile

set clk_period 7.4
set clk_io_pct 0.2

create_clock -name clk0 -period $clk_period [get_ports {clk}]

set non_clock_inputs [all_inputs -no_clocks]
set_input_delay [expr $clk_period * $clk_io_pct] -clock clk0 $non_clock_inputs
set_output_delay [expr $clk_period * $clk_io_pct] -clock clk0 [all_outputs]
</file>
==> flow_summary.ini <==
; generated from flow reports
[outcome]
status = finished clean

[routing]
wl_per_cell_um = 36.9
n_antenna_cell = 0
drt-total-wl_mm = 150
first_pass_iters = 5
drc_errors = 0
dr_total_vias = 28000
drt_iter0_markers = 1753
wl_met1_mm = 45.2
routed.top_layer = met5
vias_per_cell = 6.85
final_antenna_net_count = 0
met3WireLength_mm = 30.0
wl_met2_mm = 68.9

[cts]
postCtsSetupBuffers = 0
cts_buffers = 109
cts_sinks = 1024
clk_pin_slew_ns = 0.06
root_buffer = clkbuf_16
clock_path_buffers = 3
cts_tree = yes
holdBufCountCts = 0
cts_resized = 0
h-tree-depth = 3

[setup_path]
cp-start-kind = primary input
critPathKind = primary input to output pin
cp_data_arrival_time_ns = 4.75
cp_num_buf_inv = 4
worstPathMaxFanout = 40
critical-path-max-stage-delay_ns = 0.73
crit_family = buffers and inverters
crit_cells = 7
cpMostUsedCell = buf_4
cp-end-kind = output pin
cp-endpoint = rd2[14]
required_ns = 5.92
crit_slowest_cell = a211oi_1
startpoint = ra2[1]
path_cells = buf_6 -> buf_4 -> buf_4 -> mux4_2 -> a21oi_1 -> a211oi_1 -> clkdlybuf4s50_1

[synth]
synth.most_common_cell = edfxtp_1
synth-edff-count = 1024
netlist_instances = 2564
ys.flop_type = edfxtp_1
ys_warn_count = 1
syn_avg_cell_area_sq_um = 18.7
yosys_cells = 2564
synth_top_cell_by_area = edfxtp_1
synth.distinct_cells = 39
synthTopCellsByCount = edfxtp_1 (1024), mux2i_1 (320), mux4_2 (316), clkbuf_1 (98), nand2_1 (85)
ys_area_sq_um = 47900
yosys-top-cells-area = edfxtp_1 (64%), mux4_2 (15%), mux2i_1 (6.7%)
syn-cell-area_sq_um = 47900
synthArstFlopShare_pct = 0
top_area_share_pct = 64.2
ys.flops = 1024
ys_seq_share_pct = 64.2

[global_routing]
grt_max_degree = 96
grt_overflow_total = 0
grt_use_total_pct = 35.3
grt_pass1_wl_mm = 215
grt_pass1_vias = 31500
antenna_found_initial = 3

[sta]
hold_violations = 0
rsz0062_at_grt = no
timing.fmax_mhz = 161
finalCritPeriodShare_pct = 84.1
slew-limit-headroom_pct = 31.7
min_period_ns = 6.23
setup_violations = 0
hold_ws_ns = 1.62
worstMarginPinSlew_ns = 1.02
setup_tns_ns = 0
slew_violations = 0
setup_ws_ns = 1.17

[job]
warning_count = 26
max_cap_violations = 0

[final_layout]
top_register = rf
reg_top3 = rf: 1024 flops
fin_area_sq_um = 54500
largest_reg_flops = 1024
synthToLayoutAreaGrowth_pct = 13.7
layout-drive-gt1-share_pct = 26.5

[pwr]
p_leak_nw = 17.7
powerDensity_nw_per_um2 = 240
peakVddDrop_mv = 0.166
finalPower_mw = 13.1

[placed_design]
dp_hpwl_mm = 86.6
dpl_cell_area_sq_um = 50900
gp_congestion = 0.902
port_buffers = 112
place_worst_setup_slack_ns = 1.28

[floorplanning]
die_x_um = 312
row_count = 113
fp-utilization_pct = 50.4
core_area_sq_um = 95000
die_y_um = 312
dieArea_sq_um = 97100
num_io_pins = 113

[min_path]
worstHoldPathType = primary input to register
-- through the flow --
stage | instances | utilization, %
after detailed placement | 3882 | 53.6
after global placement | 3882 | 53.6
after CTS | 4081 | 57.3
final | 4081 | 57.3
after floorplan | 2595 | -
after global routing | 4081 | 57.3
-- layout by cell type (no fill, tap or decap), drive strengths merged, types with 5 or more instances in the layout --
master	n
edfxtp	1024
mux4	352
mux2i	320
buf	135
clkbuf	133
clkdlybuf4s50	102
nand2	85
o221ai	64
a22oi	64
mux2	64
a211oi	64
o21ai	54
a221oi	54
clkinv	49
nor2	37
nor2b	37
a21oi	32
nand4	32
a311oi	32
conb	32
bufinv	13
o2111ai	10
nand3b	6
clkinvlp	5
or3b	5
-- where the power goes --
group | internal (mW) | switching [mW]
Combinational | 0.496 | 0.671
Clock | 3.21 | 2.21
Sequential | 6.47 | 0.0348
Total | 10.2 | 2.91
-- worst min-delay path by stage --
stage	startpoint	to	slack (ns)	cells past startpoint
4_1_cts	wd3[23]	rf[22][23]	1.58	2
5_1_grt	wd3[23]	rf[12][23]	1.64	2
6_report	wd3[6]	rf[0][6]	1.62	2
-- layer usage --
metal	vias up	track usage (%)
met5	-	5.34
met4	26	9.71
met3	368	29.9
met2	2308	49.1
met1	13900	42.1
li1	11400	-
-- cell families (layout without fill, tap and decap cells) --
| family | Yosys count | count (layout) | share of synthesized area (%) |
|---|---|---|---|
| flip-flops | 1024 | 1024 | 64.2 |
| buffers and inverters | 217 | 438 | 2.44 |
| AND/OR/NAND/NOR | 212 | 212 | 2.18 |
| multiplexers | 736 | 736 | 25.0 |
| AND-OR/OR-AND | 374 | 374 | 6.15 |
| other | 1 | 32 | 0.00783 |
-- layout make-up --
cell class              instances  area [sq um]
clock buffers                 133          2900
clock inverters                66           632
fillers                      6924         40600
inverters                       2          8.76
multi-input cells            1354         16400
flip-flops and latches       1024         30700
well taps                    1265          1580
repair buffers                237          2180
Power and IR drop assume default switching activity.
